## flow/config.mk

```make
export PLATFORM = sky130hd
export DESIGN_NAME = controller
export DESIGN_NICKNAME = controller
export VERILOG_FILES = /design/flow/design.v
export SDC_FILE = /design/flow/constraint.sdc
export NUM_CORES = 4
export LEC_CHECK = 1
export CORE_AREA = 10 10 94 94
export DIE_AREA = 0 0 104 104
```

## flow/run.sh

```bash
#!/bin/bash
# OpenROAD 26Q1-2900-gdf79404cd8, Yosys 0.63+post, stock flow scripts
make -C /OpenROAD-flow-scripts/flow DESIGN_CONFIG=/design/flow/config.mk WORK_HOME=/design/flow/orfs finish
```

## flow/constraint.sdc

```tcl
current_design controller

set clk_period 3.0
set clk_io_pct 0.2

create_clock -name clk0 -period $clk_period [get_ports {clk}]

set non_clock_inputs [all_inputs -no_clocks]
set_input_delay [expr $clk_period * $clk_io_pct] -clock clk0 $non_clock_inputs
set_output_delay [expr $clk_period * $clk_io_pct] -clock clk0 [all_outputs]
```

## flow/design.v

```verilog
module controller
(
	input  wire clk,
	input  wire n_reset,
	input  wire dr,
	input  wire lc,
	input  wire overflow,
	output reg cnt_up,
	output reg clear,
	output wire modwait,
	output reg [2:0] op,
	output reg [3:0] src1,
	output reg [3:0] src2,
	output reg [3:0] dest,
	output reg err
);
	typedef enum logic [4:0] { IDLE, STORE, ZERO, SORT1, SORT2, SORT3, SORT4, MUL1, SUB1, MUL2, ADD1, MUL3, SUB2, MUL4, ADD2, EIDLE, LOAD1, WAIT1, LOAD2, WAIT2, LOAD3, WAIT3, LOAD4} state_type;
	state_type curr_state, next_state;
	reg curr_modwait, next_modwait;
	always_ff @ (posedge clk, negedge n_reset)
	begin
		if(n_reset == 1'b0)
		begin
			curr_state <= IDLE;
			curr_modwait <= 0;
		end
		else
		begin
			curr_state <= next_state;
			curr_modwait <= next_modwait;
		end
	end
	always_comb
	begin
		case(curr_state)
			IDLE:
			begin
				cnt_up = 1'b0;
				clear = 1'b0;
				op = 3'b000;
				src1 = 4'b0000;
				src2 = 4'b0000;
				dest = 4'b0000;
				err = 1'b0;
				if(lc == 1'b1)
				begin
					next_state = LOAD1;
					next_modwait = 1'b1;
				end
				else if(dr == 1'b1)
				begin
					next_state = STORE;
					next_modwait = 1'b1;
				end
				else
				begin
					next_state = IDLE;
					next_modwait = 1'b0;
				end
			end
			STORE:
			begin
				cnt_up = 1'b0;
				clear = 1'b0;
				op = 3'b010;
				src1 = 4'b0000;
				src2 = 4'b0000;
				dest = 4'b0101;
				err = 1'b0;	
				if(dr == 1'b1)
				begin
					next_state = ZERO;
					next_modwait = 1'b1;
				end
				else
				begin
					next_state = EIDLE;
					next_modwait = 1'b0;
				end
			end
			ZERO:
			begin
				cnt_up = 1'b1;
				clear = 1'b0;
				op = 3'b101;
				src1 = 4'b0000;
				src2 = 4'b0000;
				dest = 4'b0000;
				err = 1'b0;	
				next_state = SORT1;
				next_modwait = 1'b1;
			end
			SORT1:
			begin
				cnt_up = 1'b0;
				clear = 1'b0;
				op = 3'b001;
				src1 = 4'b0010;
				src2 = 4'b0000;
				dest = 4'b0001;
				err = 1'b0;	
				next_state = SORT2;
				next_modwait = 1'b1;
			end
			SORT2:
			begin
				cnt_up = 1'b0;
				clear = 1'b0;
				op = 3'b001;
				src1 = 4'b0011;
				src2 = 4'b0000;
				dest = 4'b0010;
				err = 1'b0;	
				next_state = SORT3;
				next_modwait = 1'b1;
			end
			SORT3:
			begin
				cnt_up = 1'b0;
				clear = 1'b0;
				op = 3'b001;
				src1 = 4'b0100;
				src2 = 4'b0000;
				dest = 4'b0011;
				err = 1'b0;	
				next_state = SORT4;
				next_modwait = 1'b1;
			end
			SORT4:
			begin
				cnt_up = 1'b0;
				clear = 1'b0;
				op = 3'b001;
				src1 = 4'b0101;
				src2 = 4'b0000;
				dest = 4'b0100;
				err = 1'b0;	
				next_state = MUL1;
				next_modwait = 1'b1;
			end
			MUL1:
			begin
				cnt_up = 1'b0;
				clear = 1'b0;
				op = 3'b110;
				src1 = 4'b0001;
				src2 = 4'b0110;
				dest = 4'b1010;
				err = 1'b0;	
				next_state = SUB1;
				next_modwait = 1'b1;
			end
			SUB1:
			begin
				cnt_up = 1'b0;
				clear = 1'b0;
				op = 3'b101;
				src1 = 4'b0000;
				src2 = 4'b1010;
				dest = 4'b0000;
				err = 1'b0;	
				if(overflow == 1'b0)
				begin
					next_state = MUL2;
					next_modwait = 1'b1;
				end
				else
				begin
					next_state = EIDLE;
					next_modwait = 1'b0;
				end
			end
			MUL2:
			begin
				cnt_up = 1'b0;
				clear = 1'b0;
				op = 3'b110;
				src1 = 4'b0010;
				src2 = 4'b0111;
				dest = 4'b1010;
				err = 1'b0;	
				next_state = ADD1;
				next_modwait = 1'b1;
			end
			ADD1:
			begin
				cnt_up = 1'b0;
				clear = 1'b0;
				op = 3'b100;
				src1 = 4'b0000;
				src2 = 4'b1010;
				dest = 4'b0000;
				err = 1'b0;	
				if(overflow == 1'b0)
				begin
					next_state = MUL3;
					next_modwait = 1'b1;
				end
				else
				begin
					next_state = EIDLE;
					next_modwait = 1'b0;
				end
			end
			MUL3:
			begin
				cnt_up = 1'b0;
				clear = 1'b0;
				op = 3'b110;
				src1 = 4'b0011;
				src2 = 4'b1000;
				dest = 4'b1010;
				err = 1'b0;	
				next_state = SUB2;
				next_modwait = 1'b1;
			end
			SUB2:
			begin
				cnt_up = 1'b0;
				clear = 1'b0;
				op = 3'b101;
				src1 = 4'b0000;
				src2 = 4'b1010;
				dest = 4'b0000;
				err = 1'b0;	
				if(overflow == 1'b0)
				begin
					next_state = MUL4;
					next_modwait = 1'b1;
				end
				else
				begin
					next_state = EIDLE;
					next_modwait = 1'b0;
				end
			end
			MUL4:
			begin
				cnt_up = 1'b0;
				clear = 1'b0;
				op = 3'b110;
				src1 = 4'b1001;
				src2 = 4'b0100;
				dest = 4'b1010;
				err = 1'b0;	
				next_state = ADD2;
				next_modwait = 1'b1;
			end
			ADD2:
			begin
				cnt_up = 1'b0;
				clear = 1'b0;
				op = 3'b100;
				src1 = 4'b0000;
				src2 = 4'b1010;
				dest = 4'b0000;
				err = 1'b0;	
				if(overflow == 1'b0)
				begin
					next_state = IDLE;
					next_modwait = 1'b0;
				end
				else
				begin
					next_state = EIDLE;
					next_modwait = 1'b0;
				end
			end
			EIDLE:
			begin
				cnt_up = 1'b0;
				clear = 1'b0;
				op = 3'b000;
				src1 = 4'b0000;
				src2 = 4'b0000;
				dest = 4'b0000;
				err = 1'b1;	
				if(dr == 1'b1)
				begin
					next_state = IDLE;
					next_modwait = 1'b1;
				end
				else
				begin
					next_state = EIDLE;
					next_modwait = 1'b0;
				end
			end
			LOAD1:
			begin
				cnt_up = 1'b0;
				clear = 1'b1;
				op = 3'b011;
				src1 = 4'b0000;
				src2 = 4'b0000;
				dest = 4'b0110;
				err = 1'b0;	
				next_state = WAIT1;
				next_modwait = 1'b0;
			end
			WAIT1:
			begin
				cnt_up = 1'b0;
				clear = 1'b0;
				op = 3'b000;
				src1 = 4'b0000;
				src2 = 4'b0000;
				dest = 4'b0000;
				err = 1'b0;	
				if(lc == 1'b1)
				begin
					next_state = LOAD2;
					next_modwait = 1'b1;
				end
				else
				begin
					next_state = WAIT1;
					next_modwait = 1'b0;
				end
			end
			LOAD2:
			begin
				cnt_up = 1'b0;
				clear = 1'b0;
				op = 3'b011;
				src1 = 4'b0000;
				src2 = 4'b0000;
				dest = 4'b0111;
				err = 1'b0;	
				next_state = WAIT2;
				next_modwait = 1'b0;
			end
			WAIT2:
			begin
				cnt_up = 1'b0;
				clear = 1'b0;
				op = 3'b000;
				src1 = 4'b0000;
				src2 = 4'b0000;
				dest = 4'b0000;
				err = 1'b0;	
				if(lc == 1'b1)
				begin
					next_state = LOAD3;
					next_modwait = 1'b1;
				end
				else
				begin
					next_state = WAIT2;
					next_modwait = 1'b0;
				end
			end
			LOAD3:
			begin
				cnt_up = 1'b0;
				clear = 1'b0;
				op = 3'b011;
				src1 = 4'b0000;
				src2 = 4'b0000;
				dest = 4'b1000;
				err = 1'b0;	
				next_state = WAIT3;
				next_modwait = 1'b0;
			end
			WAIT3:
			begin
				cnt_up = 1'b0;
				clear = 1'b0;
				op = 3'b000;
				src1 = 4'b0000;
				src2 = 4'b0000;
				dest = 4'b0000;
				err = 1'b0;	
				if(lc == 1'b1)
				begin
					next_state = LOAD4;
					next_modwait = 1'b1;
				end
				else
				begin
					next_state = WAIT3;
					next_modwait = 1'b0;
				end
			end
			LOAD4:
			begin
				cnt_up = 1'b0;
				clear = 1'b0;
				op = 3'b011;
				src1 = 4'b0000;
				src2 = 4'b0000;
				dest = 4'b1001;
				err = 1'b0;	
				next_state = IDLE;
				next_modwait = 1'b0;
			end
			default
			begin
				cnt_up = 1'b0;
				clear = 1'b0;
				op = 3'b000;
				src1 = 4'b0000;
				src2 = 4'b0000;
				dest = 4'b0000;
				err = 1'b0;	
				next_state = curr_state;				
				next_modwait = curr_modwait;
			end
		endcase	
	end
	assign modwait = curr_modwait;
endmodule
```

==> reports/results.txt <==
Max-Cap Viols -> 0
f_max -> 358.4 MHz
top-area cell type share of the netlist area -> 61.66%
hold buffers post-CTS -> 0
Tot Pwr -> 0.7190 mW
tool warnings -> 25
Yosys cell types -> 27
Critical Path End Type -> output port
largest net degree at the start of global routing -> 25
CTS clk-pin slew, worst paths -> 80 ps
flops & latches, synth -> 24
Synth Warn # -> 1
CP required -> 2400 ps
vias in the first global route -> 670
relative slew slack -> 74.07%
XOR/XNOR Fraction of Synth Area -> 0%
Chip Height -> 104 um
clock sink count -> 24
first-pass GRT wire length -> 3808 um
run status -> finished, final reports clean
yosys adder share -> 0%
Slew @ Worst Pin -> 385.7 ps
leading area contributor after synthesis -> dfrtp_1
CP Launch Type -> flip-flop
simple logic cell fraction of the synthesized area -> 26.94%
# Cells Yosys -> 77
layout cell share with drive strength beyond 1 -> 14.56%
TritonCTS clock tree -> built
postcts setup bufs -> 0
# IOs -> 24
cycle use final -> 93.01%
leakage power -> 0.6517 nW
top cells, area -> dfrtp_1 (62%), and2_1 (3.4%), dfstp_2 (2.8%)
CTS Root Cell -> clkbuf_8
mux share -> 0%
cts repair resizes -> 0
grt ovf -> 0
CP Class -> flip-flop to output port
Top cells excl fill/tap -> dfrtp_1 (23), clkdlybuf4s50_1 (23), nor2_1 (6)
mean post-synth cell area -> 12.12 um^2
drt drc -> 0
Latency at later pin -> 260 ps
Hold Slack -> 438.0 ps
initial antenna violation count -> 0
final setup vio count -> 0
total number of vias -> 650
vias per inst -> 3.266
worst vdd ir -> 186.7 uV
Routed WL -> 2407 um
Area Growth Syn to Fin -> 43.43%
core area -> 6832 um^2
Hold Vio Cnt, Final -> 0
class of the worst hold path -> flip-flop to flip-flop
Syn Inst Count -> 77
Total GRT Usage -> 4.384%
skew final -> 4.953 ps
Final Worst Setup Slack -> 209.6 ps
CP max FO -> 5
ANT cells -> 0
RSZ-0062 raised after global routing -> no
fin. max-slew vios -> 0
row count -> 30
Post-Syn Area -> 933.4 um^2
YS chip area -> 933.4 um^2
ao+oa area frac -> 7.373%
Antenna Nets Post-Route -> 0
setup_tns -> 0 ps
final RePlAce weighted congestion -> 0.8719
Seq share, synth -> 64.48%
fin crit period -> 2790 ps
Synth logic family -> simple AND/OR/NAND/NOR gates
pwr dens -> 537.1 nW/um^2
CP arrival -> 2190 ps
first-pass iteration count of the detailed router -> 2
die area -> 10820 um^2
Die Wd -> 104 um
final HPWL from detailed placement -> 1902 um
H-Tree Depth -> 1
total CTS buffers -> 3
Setup WS pre-CTS -> 513.9 ps
maximum clock insertion buffer count -> 2
Wirelength per Cell -> 12.10 um
IO Port Bufs -> 23
initial core utilization -> 13.66%
Initial DRC Count -> 44
report_power, final:
| group | switching [mW] | internal [mW] | total, mW |
|---|---|---|---|
| Sequential | 0.0173 | 0.345 | 0.362 |
| Clock | 0.0917 | 0.117 | 0.209 |
| Combinational | 0.0527 | 0.0955 | 0.148 |
worst paths after layout:
| check | start | to | cells after the start | slack, ps |
|---|---|---|---|---|
| max | curr_state[5] | op[2] | 4 | 210 |
| min | curr_state[15] | curr_state[9] | 0 | 440 |
| max reg2reg | curr_state[17] | curr_modwait | 4 | 1150 |
| min reg2reg | curr_state[15] | curr_state[9] | 0 | 440 |
| max in group asynchronous | n_reset | curr_state[0] | 2 | 2020 |
| min in group asynchronous | n_reset | curr_state[3] | 2 | 700 |
cell type report:
cell class	instances	area, um^2
fill	758	5493
sequential	24	601.8
multi-input combinational	50	320.3
timing repair buffer	24	237.7
tap	96	120.1
clock buffer	4	55.05
inverter	1	3.754
stage by stage:
stage	util, %	instances	cell area (um^2)
finish	19.60	199	1339
global route	19.60	199	1339
CTS	19.60	199	1339
detailed placement	18.79	195	1284
global placement	18.79	195	1284
floorplan	-	77	933.4
worst max-delay path, stage by stage, from the launching register on:
cell and delay [ps]:
dfrtp_1 400, nor3_1 270, nand2b_1 190, or4_2 630, clkdlybuf4s50_1 430
cell families (layout without fill, tap and decap cells):
family	Yosys count	after routing
buffers and inverters	3	29
and+or+nand+nor	42	42
DFF	24	24
AOI/OAI and AO/OA	8	8
synthesized netlist by cell type:
cell	count
a2111o_1	1
a21o_1	3
and2_1	5
and3_1	1
and4_2	1
clkbuf_1	2
dfrtp_1	23
dfstp_2	1
inv_1	1
nand2_1	5
nand2_2	1
nand2b_1	1
nand3_1	1
nor2_1	6
nor2b_1	4
nor3_1	4
nor3b_1	1
nor4_1	3
nor4_2	1
o21ai_0	2
o22a_1	1
o41ai_2	1
or2_2	2
or3_1	2
or4_1	1
or4_2	2
or4_4	1
state kept, by name (all words and copies together) (netlist names):
signal        flops
curr_state       23
curr_modwait      1
routing by layer:
metal  vias up  wire length (um)  GRT usage [%]
met1       308              1242          6.613
met3         2               139          1.692
met5         -                 0              0
met4         0                12         0.1988
li1        325                 -              -
met2        15              1013          6.036
Power figures rest on the tool's default switching activity, not on a simulated workload.
