### config.mk
export PLATFORM = sky130hd
export DESIGN_NAME = timer
export DESIGN_NICKNAME = timer
export VERILOG_FILES = /design/flow/design.v
export SDC_FILE = /design/flow/constraint.sdc
export NUM_CORES = 4
export LEC_CHECK = 1
export CORE_AREA = 10 10 75 75
export DIE_AREA = 0 0 85 85
### run.sh
#!/bin/bash
# OpenROAD 26Q1-2900-gdf79404cd8, Yosys 0.63+post, stock flow scripts
make -C /OpenROAD-flow-scripts/flow DESIGN_CONFIG=/design/flow/config.mk WORK_HOME=/design/flow/orfs finish
### constraint.sdc
current_design timer

set clk_period 2.4
set clk_io_pct 0.2

create_clock -name clk0 -period $clk_period [get_ports {clk}]

set non_clock_inputs [all_inputs -no_clocks]
set_input_delay [expr $clk_period * $clk_io_pct] -clock clk0 $non_clock_inputs
set_output_delay [expr $clk_period * $clk_io_pct] -clock clk0 [all_outputs]
### design.v
module flex_counter
#(
	parameter NUM_CNT_BITS = 4
)
(
	input wire clk,
	input wire n_rst,
	input wire clear,
	input wire count_enable,
	input wire [(NUM_CNT_BITS-1):0] rollover_val,
	output wire [(NUM_CNT_BITS-1):0]count_out,
	output reg rollover_flag
);
	reg [(NUM_CNT_BITS-1):0] next_count;
	reg [(NUM_CNT_BITS-1):0] curr_count;
	reg next_rollover_flag;
	reg curr_rollover_flag;
	always_ff @ (posedge clk, negedge n_rst)
	begin
		if (n_rst == 1'b0)  
		begin
			curr_rollover_flag <= 1'b0;
			curr_count <= '0; 
		end
		else  
		begin
			curr_rollover_flag <= next_rollover_flag;
			curr_count <= next_count; 
		end
	end
	always_comb
	begin
		next_count = '0;
		next_rollover_flag = '0;
		if(clear == 1'b1)  
		begin
			next_count = '0;
			next_rollover_flag = '0;
		end
		else  
		begin
			if(count_enable == 1'b1)  
			begin
				next_count = curr_count+1;
				next_rollover_flag = 1'b0;
				if (curr_count == rollover_val - 1)
				begin
					next_rollover_flag = 1'b1;
				end
				if (curr_count == rollover_val )
				begin
					next_rollover_flag = 1'b0;
					next_count = {'0,1'b1};
				end
			end
			else
			begin
				next_count = curr_count;
				next_rollover_flag = curr_rollover_flag;
			end
		end
	end
	assign count_out = curr_count;
	assign rollover_flag = curr_rollover_flag;
endmodule
module timer
(
	input wire clk,
	input wire n_rst,
	input wire enable_timer,
	output reg shift_strobe,
	output reg packet_done
);
	reg state;
	reg ce2;
	reg [3:0] count1; 
	reg [3:0] count2;
	reg clear1, clear2;
	always_ff@ (posedge clk, negedge n_rst)
	begin
		if(n_rst == 1'b0)
		begin
			state <= 1'b0;
			clear1 = 1'b0;
			clear2 = 1'b0;
		end
		else
		begin
			state <= enable_timer;
			clear1 = packet_done;
			ce2 = shift_strobe;
		end
	end
	flex_counter #(4) DUT 
	(
		.clk(clk),
		.n_rst(n_rst),
		.clear(clear1),
		.count_enable(state),
		.rollover_val(4'b1010),
		.count_out(count1),
		.rollover_flag(shift_strobe)
	);
	flex_counter #(4) DUT1
	(
		.clk(clk),
		.n_rst(n_rst),
		.clear(clear1),
		.count_enable(ce2),
		.rollover_val(4'b1001),
		.count_out(count2),
		.rollover_flag(packet_done)
	);
endmodule
==> flow_summary.json <==
{
  "drc": 0,
  "top_level_ports": 5,
  "crit_arrival_ns": 1.08,
  "drive_above_1_share": 0.113,
  "drtPass1Iterations": 2,
  "flip_flop_and_latch_count_after_synthesis": 13,
  "netlist-cell-type-count": 24,
  "hold_viol_final": 0,
  "worst-path-max-fanout": 3,
  "type_of_the_worst_setup_path": "reg2out",
  "die_height_um": 85,
  "power_density_nw_per_um2": 1130,
  "tritoncts_num_sinks": 13,
  "crit_buf_inv": 1,
  "post_drt_via_cell_ratio": 3.60,
  "wire_per_inst_um": 8.97,
  "cts.hold.buffers_added": 0,
  "slowest_delay_ns": 0.48,
  "yosysChipArea_um2": 579,
  "worst_clock_skew_ns": 0.00177,
  "cpMaxStageDelayCell": "sky130_fd_sc_hd__clkdlybuf4s50_1",
  "ys_seq_share": 0.570,
  "postSynthAreaPerCell_um2": 10.5,
  "place_inst": 108,
  "yosys.area.top_type_share": 0.518,
  "cts-buffers-inserted": 3,
  "maxCapViolations": 0,
  "yosys.area.top_type": "sky130_fd_sc_hd__dfrtp_1",
  "crit_path_cell_trace": "clkdlybuf4s50_1",
  "fin_area_um2": 726,
  "die_area_um2": 7230,
  "rsz_0062_raised_after_global_routing": "false",
  "die_w_um": 85,
  "post_synth_tally_of_flip_flops_with_integrated_enable": 1,
  "final_max_slew_viol_count": 0,
  "worst-slew-pin-transition_ns": 0.369,
  "setup.reg_to_reg.worst_slack_ns": 1.27,
  "grt_pass1_vias": 417,
  "post-dp-hpwl_um": 743,
  "worst-r2r-cell-count": 3,
  "place.gp.congestion": 0.792,
  "initial_utilization": 0.143,
  "area_growth_syn_to_layout_pct": 25.3,
  "list_of_most_frequent_post_synthesis_cells": "12 x sky130_fd_sc_hd__dfrtp_1, 6 x sky130_fd_sc_hd__nor2b_1, 5 x sky130_fd_sc_hd__nor2_1, 4 x sky130_fd_sc_hd__a21oi_1, 4 x sky130_fd_sc_hd__o21ai_1",
  "placed_area_um2": 681,
  "groute.usage.overall": 0.0289,
  "route.final.wire_length_um": 1010,
  "clk_root_buffer_cell": "sky130_fd_sc_hd__clkbuf_8",
  "timing.final.setup_violations": 0,
  "fin_hold_ws_ns": 0.414,
  "first_pass_grt_wire_length_um": 1800,
  "max_slew_margin": 0.754,
  "cts-htree-levels": 1,
  "min_from": "DUT1.curr_rollover_flag",
  "max-vdd-ir-drop_mv": 0.238,
  "min_period_over_period": 0.652,
  "rr_startpoint": "ce2",
  "timing.critical_path.required_ns": 1.92,
  "row_count": 23,
  "static-leakage-power_nw": 0.281,
  "path_clk_slew_ns": 0.05,
  "reg_to_reg_critical_path_endpoint": "DUT1.curr_count[1]",
  "worstSkewPairLatency_ns": 0.23,
  "crit_path_start_kind": "flop",
  "drt_first_iter_violations": 20,
  "highest_attainable_clock_frequency_mhz": 639,
  "cts_max_path_buffers": 2,
  "yosys_warning_tally": 3,
  "min_delay_path_depth": 0,
  "synth_area_um2": 579,
  "detailroute.via_count": 403,
  "cts.repair_timing.setup_buffer_count": 0,
  "min-delay-path-class": "reg2reg",
  "grt_max_degree": 14,
  "numPortBuffers": 4,
  "layout_min_cycle_time_ns": 1.56,
  "log.warning_count": 25,
  "cts_tree": "yes",
  "drt.antenna.violating_nets": 0,
  "core_region_area_um2": 4060,
  "worst_hold_path.endpoint": "clear1",
  "synthesis.instances": 55,
  "cp_top_family": "buffers and inverters",
  "initial_antenna_violation_count": 0,
  "asr_flop_ratio_synth": 0.923,
  "setup_tns_ns": 0,
  "total_gr_overflow": 0,
  "cell_total_in_the_yosys_stat_output": 55,
  "status": "complete, no violations",
  "cp-end-kind": "primary output",
  "cts_repair_resize_count": 0,
  "antenna_cells_inserted": 0,
  "ys_flop_type": "sky130_fd_sc_hd__dfrtp_1",
  "area_leaders": "sky130_fd_sc_hd__dfrtp_1 52%, sky130_fd_sc_hd__nor2b_1 6.5%, sky130_fd_sc_hd__edfxtp_1 5.2%",
  "most_common_cell": "sky130_fd_sc_hd__dfrtp_1",
  "finish.utilization": 0.179,
  "layoutNonFillerInstCount": 112
}
layer usage:
layer / part of all wire / global-route usage / up-vias
met4: 0 / 0.00749 / 0
met2: 0.48 / 0.0429 / 2
met1: 0.48 / 0.0379 / 194
met3: 0.040 / 0.0116 / 0
met5: 0 / 0 / -
li1: - / - / 207
report_power, final:
group | switching, mW | internal [mW]
logic | 0.0901 | 0.128
clock network | 0.0676 | 0.116
registers | 0.106 | 0.309
state kept, by name, summed over array words and instances, names as in the netlist:
name,count
DUT.curr_count,4
DUT1.curr_count,4
DUT.curr_rollover_flag,1
DUT1.curr_rollover_flag,1
ce2,1
clear1,1
state,1
through the flow:
step	power (mW)	setup slack (ns)
finish	0.817	0.835
global route	0.892	0.771
CTS	0.829	0.811
detailed placement	0.637	0.939
global placement	0.623	0.945
floorplan	0.564	1.40
layout make-up:
type,count,area (µm²)
Fill cell,427,3330
Sequential cell,13,330
Multi-Input combinational cell,39,236
Tap cell,50,62.6
Timing Repair Buffer,5,47.5
Clock buffer,4,45.0
Inverter,1,3.75
cells by family (layout without fill, tap and decap cells):
group	count (synthesis)	count (layout)	synth area share
compound gates	11	11	0.110
buf+inv	3	10	0.0216
simple gates	25	25	0.253
flops	13	13	0.570
xor+xnor	3	3	0.0454
cell usage in the layout (no fill, tap or decap):
master                            synthesis  final
sky130_fd_sc_hd__or3_1                    1      1
sky130_fd_sc_hd__nand2_1                  2      2
sky130_fd_sc_hd__nand2_2                  1      1
sky130_fd_sc_hd__a21oi_1                  4      4
sky130_fd_sc_hd__nand3b_1                 1      1
sky130_fd_sc_hd__nand2b_1                 1      1
sky130_fd_sc_hd__o21ai_1                  4      4
sky130_fd_sc_hd__clkbuf_8                 0      3
sky130_fd_sc_hd__nand3_1                  3      3
sky130_fd_sc_hd__o21ai_0                  1      1
sky130_fd_sc_hd__clkbuf_1                 1      1
sky130_fd_sc_hd__a32o_1                   1      1
sky130_fd_sc_hd__xor2_1                   2      2
sky130_fd_sc_hd__nand2b_2                 1      1
sky130_fd_sc_hd__clkdlybuf4s50_1          0      4
sky130_fd_sc_hd__dfrtp_1                 12     12
sky130_fd_sc_hd__and4b_1                  2      2
sky130_fd_sc_hd__buf_4                    0      1
sky130_fd_sc_hd__nor2b_1                  6      6
sky130_fd_sc_hd__edfxtp_1                 1      1
sky130_fd_sc_hd__nor2_1                   5      5
sky130_fd_sc_hd__a21oi_2                  1      1
sky130_fd_sc_hd__nor3_1                   1      1
sky130_fd_sc_hd__nor3b_1                  1      1
sky130_fd_sc_hd__inv_1                    1      1
sky130_fd_sc_hd__xnor2_1                  1      1
worst max-delay path by stage:
stage                     endpoint               startpoint  cells past startpoint  slack, ns
final                  packet_done  DUT1.curr_rollover_flag                      1       0.84
after global routing  shift_strobe   DUT.curr_rollover_flag                      1       0.77
after CTS             shift_strobe   DUT.curr_rollover_flag                      1       0.81
Power is estimated from default activity; no workload was simulated.
